<file path="config.mk">
export PLATFORM = sky130hd
export DESIGN_NAME = Seq_Mul_top
export DESIGN_NICKNAME = Seq_Mul_top
export VERILOG_FILES = /design/flow/design.v
export SDC_FILE = /design/flow/constraint.sdc
export NUM_CORES = 4
export LEC_CHECK = 1
export CORE_UTILIZATION = 40
</file>
<file path="constraint.sdc">
current_design Seq_Mul_top

set clk_period 10.1
set clk_io_pct 0.2

create_clock -name clk0 -period $clk_period [get_ports {clk}]

set non_clock_inputs [all_inputs -no_clocks]
set_input_delay [expr $clk_period * $clk_io_pct] -clock clk0 $non_clock_inputs
set_output_delay [expr $clk_period * $clk_io_pct] -clock clk0 [all_outputs]
</file>
<file path="design.v">
module controller(clk,rst,ready,start,clear,count_comp,Qo_Q1,mux_sel_Mul,mux_sel_Shift);
input logic clk,rst,start,count_comp;
input logic [1:0] Qo_Q1;
output logic ready,mux_sel_Mul,clear;
output logic [1:0] mux_sel_Shift;
parameter S0 = 1'b0, S1 = 1'b1;
logic state,n_state;
always @(posedge clk or negedge rst) 
    begin
        if (!rst) 
        begin
            state <= S0;
        end 
        else 
        begin
            state <= n_state;
        end
    end
always @(*) 
    begin
        case (state) 
            S0 : begin
                if (!start)begin
                    clear   = 1'b1;
                    ready   = 1'b0;
                mux_sel_Mul = 1'bx;
              mux_sel_Shift = 2'bx;
                    n_state = S0;
                end
                else begin
                    clear   = 1'b0;
                    ready   = 1'b0;
                mux_sel_Mul = 1'b0;
              mux_sel_Shift = 2'bx;
                    n_state = S1;
                end   
            end
            S1 : begin
                if ( count_comp == 1'b1)begin
                    clear   = 1'b1;
                    ready   = 1'b1;
                mux_sel_Mul = 1'bx;
                    n_state = S0;
                     case (Qo_Q1)
                    2'b01 : mux_sel_Shift = 2'b01 ;
                    2'b10 : mux_sel_Shift = 2'b10;
                    2'b00 : mux_sel_Shift = 2'b00;
                    2'b11 : mux_sel_Shift = 2'b11;
                    endcase
                end
                else begin
                    clear   = 1'b0;
                    ready   = 1'b0;
                mux_sel_Mul = 1'b1;
                    n_state = S1;
                    case (Qo_Q1)
                    2'b01 : mux_sel_Shift = 2'b01 ;
                    2'b10 : mux_sel_Shift = 2'b10;
                    2'b00 : mux_sel_Shift = 2'b00;
                    2'b11 : mux_sel_Shift = 2'b11;
                    endcase
                end
            end   
        endcase
    end
endmodule
module Datapath(Multiplicand,Multiplier,clk,rst,Product,Qo_Q1,mux_sel_Mul,mux_sel_Shift,clear,count_comp);
input logic [15:0] Multiplicand,Multiplier;  
input logic clk,rst,mux_sel_Mul,clear;
input logic [1:0] mux_sel_Shift;
output logic count_comp;
output logic [1:0] Qo_Q1;
output logic [31:0] Product;
logic [31:0] shifted,combined;
logic [15:0] M,A,Q,Q_in,A_in,mux_out;
logic [4:0] counter;
logic Q1,Q1_in;
assign Q_in = ( ~mux_sel_Mul)? Multiplier:shifted[15:0];
assign Q1_in = combined[0];
assign A_in = ( ~mux_sel_Mul)? 0 :shifted[31:16];
always@( posedge clk or negedge rst) begin
    if (!rst)
    begin
        M <= 0;
        A <= 0;
        Q <= 0;
        Q1<= 0;
   counter<= 0;
    end
    else if ( clear == 1'b1)
    begin
        M <= 0;
        A <= 0;
        Q <= 0; 
        Q1<= 0;
   counter<= 0;
    end
    else 
    begin
        M <= Multiplicand;
        A <= A_in;
        Q <= Q_in;
        Q1<= Q1_in;
   counter<= counter + 1; 
    end    
end
assign Qo_Q1 = { Q[0],Q1 };
always@(*)
begin
    case (mux_sel_Shift)
         2'b01 : mux_out = A + M;
         2'b10 : mux_out = A - M;
        default: mux_out = A; 
    endcase 
end
assign combined = { mux_out,Q};
assign shifted = {combined[31],combined[31:1]};
assign count_comp = ( counter == 16 ) ? 1:0;
  assign  Product = shifted;
endmodule
module Seq_Mul_top(Multiplicand,Multiplier,clk,rst,start,ready,Product);
input logic [15:0] Multiplicand,Multiplier;
input logic clk,rst,start;
output logic ready;
output logic [31:0] Product;
logic mux_sel_Mul,clear,count_comp;
logic [1:0] Qo_Q1;
logic [1:0] mux_sel_Shift;
Datapath DP(.Multiplicand(Multiplicand),
            .Multiplier(Multiplier),
            .clk(clk),
            .rst(rst),
            .Product(Product),
            .Qo_Q1(Qo_Q1),
            .mux_sel_Mul(mux_sel_Mul),
            .mux_sel_Shift(mux_sel_Shift),
            .clear(clear),
            .count_comp(count_comp));
controller   CU(.clk(clk),
                .rst(rst),
                .ready(ready),
                .start(start),
                .clear(clear),
                .count_comp(count_comp),
                .Qo_Q1(Qo_Q1),
                .mux_sel_Mul(mux_sel_Mul),
                .mux_sel_Shift(mux_sel_Shift));
endmodule
</file>
<file path="run.sh">
#!/bin/bash
# OpenROAD 26Q1-2900-gdf79404cd8, Yosys 0.63+post, stock flow scripts
make -C /OpenROAD-flow-scripts/flow DESIGN_CONFIG=/design/flow/config.mk WORK_HOME=/design/flow/orfs finish
</file>
==> results_tabular.tex <==
% Yosys + OpenROAD metrics
\begin{tabular}{lr}
\hline
Metric & Value \\
\hline
\multicolumn{2}{l}{\textbf{Synth}} \\
\quad Post-synthesis cell type count & 52 \\
\quad Flip-flop and latch count after synthesis & 54 \\
\quad Synth Flop Type & sky130\_fd\_sc\_hd\_\_dfrtp\_1 \\
\quad Post-synthesis cell type with the largest instance count & sky130\_fd\_sc\_hd\_\_dfrtp\_1 \\
\quad Number of flops mapped to enable cells by yosys & 0 \\
\quad Library cell with the largest summed area after synthesis & sky130\_fd\_sc\_hd\_\_dfrtp\_1 \\
\quad YS warnings & 2 \\
\quad Cells after synthesis & 326 \\
\quad Proportion of synthesized chip area in sequential cells & 42.4\% \\
\quad Cell types with the highest counts after synthesis & sky130\_fd\_sc\_hd\_\_dfrtp\_1, sky130\_fd\_sc\_hd\_\_nor2\_1, sky130\_fd\_sc\_hd\_\_and2\_1, sky130\_fd\_sc\_hd\_\_nand2\_1, sky130\_fd\_sc\_hd\_\_xnor2\_1 \\
\quad Area figure in the yosys stat output & 3190 sq um \\
\quad Mapped Area & 3190 sq um \\
\quad Yosys cell count & 326 \\
\quad Area contributors post-synth & sky130\_fd\_sc\_hd\_\_dfrtp\_1, sky130\_fd\_sc\_hd\_\_ha\_1, sky130\_fd\_sc\_hd\_\_mux2i\_1 \\
\quad Synthesized area per cell & 9.78 sq um \\
\quad Fraction of registers with async set/reset & 100\% \\
\quad Share of the synthesized area in the top cell type & 42.4\% \\
\multicolumn{2}{l}{\textbf{Placement}} \\
\quad Estimated wirelength of the detail-placed design & 4.71 mm \\
\quad Final GP Congestion & 0.893 \\
\quad Count of port buffers added during placement & 67 \\
\multicolumn{2}{l}{\textbf{Cells and area}} \\
\quad Number of fillers in the final layout & 727 \\
\quad Fraction of layout cells with a size suffix above 1 & 6.60\% \\
\quad Post-synthesis to final-layout area growth & 27.6\% \\
\multicolumn{2}{l}{\textbf{Pwr}} \\
\quad Sequential power share & 23.4\% \\
\quad Maximum VDD drop & 0.000133 V \\
\quad Part of the total power dissipated in combinational logic & 67.8\% \\
\quad P per Cell Area & 386 nW/um\^{}2 \\
\quad Leakage & 1.87 nW \\
\quad Int Pwr & 0.956 mW \\
\quad Overall power of the completed layout & 1.57 mW \\
\quad Switching part of the total & 39.1\% \\
\quad Clock network fraction of design power & 8.7\% \\
\quad Net Switching & 0.613 mW \\
\multicolumn{2}{l}{\textbf{Clock network}} \\
\quad Root Buffer Master & sky130\_fd\_sc\_hd\_\_clkbuf\_8 \\
\quad Clock Tree Buf Depth & 2 \\
\quad Depth of the CTS H-tree & 2 \\
\quad Hold Buf Count CTS & 0 \\
\quad Clk sinks & 54 \\
\quad CTS tree & built \\
\quad Register clock-pin slew on the reported worst setup and hold paths & 0.11 ns \\
\quad Late-Pin Clk Latency & 0.31 ns \\
\quad Number of buffers added for setup after CTS & 0 \\
\quad Number of buffers created by CTS & 5 \\
\quad PostCTS Resize Cnt & 0 \\
\multicolumn{2}{l}{\textbf{Worst setup path}} \\
\quad Max stage delay on crit path & 0.45 ns \\
\quad Slowest library cell on the worst path & sky130\_fd\_sc\_hd\_\_clkdlybuf4s50\_1 \\
\quad Count of buffer and inverter cells on the critical path & 2 \\
\quad Top delay family on crit path & simple AND/OR/NAND/NOR gates \\
\quad Startpoint types & flip-flop \\
\quad Maximum fanout count along the critical path & 7 \\
\quad Data required time of the worst path & 8.08 ns \\
\quad Kind of end point of the critical path & primary output \\
\quad Class of the most critical setup path & flip-flop to primary output \\
\quad Critical-path cell list & inv\_1 > ha\_1 > and2b\_2 > nand3b\_1 > or4\_1 > nor2\_1 > a21oi\_1 > xnor2\_1 > ha\_1 > a21o\_1 > a21o\_1 > a221o\_1 > a31o\_1 > xnor2\_1 > or3\_4 > nand2\_1 > clkdlybuf4s50\_1 \\
\quad Arrival time at the worst endpoint & 4.30 ns \\
\multicolumn{2}{l}{\textbf{STA}} \\
\quad Clock skew & 0.00797 ns \\
\quad Achievable Freq & 158 MHz \\
\quad Fin Setup TNS & 0 ns \\
\quad Final setup violating endpoints & 0 \\
\quad Pins Over Slew Limit & 0 \\
\quad Final period util & 62.6\% \\
\quad Slew headroom & 54.8\% \\
\quad Min Tclk post-route & 6.32 ns \\
\quad Setup repair after global routing missed its margin & no \\
\quad Worst Max-Slew Pin Slew & 0.678 ns \\
\quad Hold Violations, Final & 0 \\
\multicolumn{2}{l}{\textbf{Drt}} \\
\quad Drt initial violations & 53 \\
\quad Via-per-instance ratio & 4.90 \\
\quad Count of nets left with antenna violations after detail routing & 0 \\
\quad Overall routed net length & 6.34 mm \\
\quad Number of design rule violations left after detail routing & 0 \\
\quad Wirelength per Cell & 12.8 microns \\
\quad TritonRoute pass-1 iters & 4 \\
\quad N\_diodes & 0 \\
\quad Count of vias placed by the detailed router & 2432 \\
\multicolumn{2}{l}{\textbf{Die}} \\
\quad Die extent in y & 91.3 microns \\
\quad Count of boundary I/O pins & 68 \\
\quad Die footprint & 8330 sq um \\
\quad Chip width & 91.3 microns \\
\quad Core area & 7730 sq um \\
\quad FP Rows & 32 \\
\quad Core utilization at floorplan & 41.3\% \\
\multicolumn{2}{l}{\textbf{Run}} \\
\quad Maxcap violations & 0 \\
\quad Number of warnings in the stage logs & 26 \\
\multicolumn{2}{l}{\textbf{Hold path}} \\
\quad Worst Hold Class & flip-flop to flip-flop \\
\multicolumn{2}{l}{\textbf{GRT}} \\
\quad Largest net degree at the start of global routing & 55 \\
\quad First-pass GRT wire length & 11.0 mm \\
\quad Overflow left after global routing & 0 \\
\quad Antenna violations before repair & 0 \\
\quad Via count of the first global-routing pass & 2434 \\
\quad Overall fraction of global-route tracks in use & 17.0\% \\
\multicolumn{2}{l}{\textbf{Outcome}} \\
\quad Status & complete, no violations \\
\hline
\end{tabular}
## final timing paths
path | cells past startpoint | start | slack [ns] | endpoint
worst min-delay path | 1 | DP.counter[0]$_DFF_PN0_ | 0.50 | DP.counter[0]$_DFF_PN0_
worst min register to register | 1 | DP.counter[0]$_DFF_PN0_ | 0.50 | DP.counter[0]$_DFF_PN0_
worst max register to register | 16 | DP.M[0]$_DFF_PN0_ | 6.46 | DP.A[14]$_DFF_PN0_
min in group asynchronous | 2 | rst | 1.82 | DP.A[7]$_DFF_PN0_
max in group asynchronous | 2 | rst | 7.83 | DP.Q[10]$_DFF_PN0_
worst max-delay path | 17 | DP.M[0]$_DFF_PN0_ | 3.78 | Product[31]
## layout by cell type, fill, tap and decap left out, types with 2 or more instances in the layout
cell / synthesis / routed
sky130_fd_sc_hd__ha_1: 19 / 19
sky130_fd_sc_hd__o21ai_0: 9 / 8
sky130_fd_sc_hd__nor2b_1: 3 / 3
sky130_fd_sc_hd__clkbuf_8: 0 / 6
sky130_fd_sc_hd__nand3_1: 4 / 4
sky130_fd_sc_hd__buf_4: 1 / 4
sky130_fd_sc_hd__nand2b_1: 5 / 5
sky130_fd_sc_hd__and2_1: 27 / 27
sky130_fd_sc_hd__nor2_1: 38 / 38
sky130_fd_sc_hd__o21bai_1: 3 / 3
sky130_fd_sc_hd__nand4_1: 2 / 2
sky130_fd_sc_hd__a21oi_1: 18 / 18
sky130_fd_sc_hd__nand2_1: 22 / 22
sky130_fd_sc_hd__dfrtp_1: 54 / 54
sky130_fd_sc_hd__a211oi_1: 3 / 3
sky130_fd_sc_hd__xor2_1: 8 / 8
sky130_fd_sc_hd__clkdlybuf4s50_1: 0 / 66
sky130_fd_sc_hd__a21o_1: 7 / 7
sky130_fd_sc_hd__xnor2_1: 20 / 20
sky130_fd_sc_hd__o22ai_1: 2 / 2
sky130_fd_sc_hd__mux2_2: 2 / 2
sky130_fd_sc_hd__mux2i_1: 18 / 18
sky130_fd_sc_hd__inv_1: 16 / 16
sky130_fd_sc_hd__a31oi_1: 2 / 2
sky130_fd_sc_hd__nor3_2: 2 / 2
sky130_fd_sc_hd__or3_1: 2 / 2
sky130_fd_sc_hd__o21ai_1: 5 / 6
## metal layers
layer / global-route usage, % / wire length (microns)
met5: 0 / 0
met4: 1.19 / 58
met3: 5.53 / 488
met2: 26.9 / 2730
met1: 24.6 / 3060
## logic make-up after synthesis
| family | share of synthesized area [%] |
|---|---|
| XOR/XNOR | 8.20 |
| AND/OR/NAND/NOR | 19.6 |
| flip-flops | 42.4 |
| buffers and inverters | 3.33 |
| multiplexers | 6.36 |
| adder cells (fa/ha/maj) | 8.08 |
| AND-OR/OR-AND | 12.1 |
## flip-flops by register name, summed over array words and instances (netlist names)
name        flops
DP.Q1           1
CU.state        1
DP.A           15
DP.M           16
DP.Q           16
DP.counter      5
## power by group through the flow
stage	Sequential [mW]	Combinational [mW]	Clock, mW
5_1_grt	0.379	1.21	0.154
4_1_cts	0.368	1.08	0.144
6_report	0.368	1.06	0.137
## worst reg2reg max path, delay by kind of cell, from the launching register on
family	cells	cell delay [ns]
and+or+nand+nor	5	1.17
xor gates and xnor gates	2	0.29
adders and majority gates	2	0.52
AOI/OAI and AO/OA	6	1.12
buffers and inverters	1	0.06
DFF	1	0.41
## final cells by class
| class | instances | area, sq um | area share (%) |
|---|---|---|---|
| multi-input cells | 245 | 1730 | 42.6 |
| flip-flops and latches | 54 | 1350 | 33.2 |
| repair buffers | 71 | 696 | 17.1 |
| well taps | 102 | 128 | 3.14 |
| clock buffers | 6 | 82.6 | 2.03 |
| inverters | 16 | 60.1 | 1.48 |
| clock inverters | 2 | 20.0 | 0.492 |
## stage by stage
| stage | utilization, % | std cells | hold slack [ns] | instance area [sq um] | worst slack, ns |
|---|---|---|---|---|---|
| final | 52.7 | 496 | 0.499 | 4070 | 3.78 |
| after global routing | 52.7 | 496 | 0.546 | 4070 | 3.42 |
| after CTS | 52.7 | 496 | 0.504 | 4070 | 3.74 |
| after detailed placement | 51.3 | 488 | 0.485 | 3970 | 4.11 |
| after global placement | 51.3 | 488 | 0.486 | 3970 | 4.13 |
| after floorplan | - | 326 | 0.455 | 3190 | 4.70 |
No activity file was given, so power comes from the tool's default toggle rates.
